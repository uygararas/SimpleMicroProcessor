--- flow/design.v ---
`timescale 1ns / 1ps
module debouncer(button,button_out,clk,rst);
input logic button,clk,rst;
output logic button_out;
typedef enum {FIRST,SECOND} state_type;
state_type state;
logic ff1_out, ff2_out, xor_out, counter_out,result;
integer counter;
localparam counter_limit = 200000;  
assign xor_out = ff1_out^ff2_out;
always_ff@(posedge clk or posedge rst)  
begin
    if(rst)
    begin
        ff1_out <= 0;
        ff2_out <= 0;
        counter <= 0;
        counter_out <= 0;
        result <= 0;
    end
    else begin
        ff1_out <= button;
        ff2_out <= ff1_out;
        if(counter_out == 1)
            result <= ff2_out;
        if(xor_out)  
        begin
            counter <= 0;
            counter_out <= 0;
        end
        else
        begin
            if(counter_out==0)  
                if(counter < counter_limit)
                        counter <= counter + 1;
                else
                        counter_out <= 1;
        end
    end
end
always_ff@(posedge clk or posedge rst)  
begin
    if(rst)
    begin
        state <= FIRST;
        button_out <= 0;
    end
    else
    begin
        case(state)
        FIRST: begin
            if(result==1)
            begin
                state <= SECOND;
                button_out <= 1;
            end
            else
            begin
                state <= FIRST;
                button_out <= 0;
            end
        end
        SECOND: begin
            button_out <= 0;
            if(result==0)
                state <= FIRST;
            else
                state <= SECOND;
            end
        endcase
    end
end
endmodule
`timescale 1ns / 1ps
module debouncer_seven_segment_tester(an,seg,CLK100MHZ,btnC,btnL,btnR,sw);
input CLK100MHZ,btnC,btnL,btnR;
input [15:0] sw;
output logic [3:0] an;
output logic [6:0] seg;
logic [3:0] counter;
logic btnC_debounced,btnL_debounced,btnR_debounced;
seven_segment_four seven_segment_four_inst(seg,an,counter+3,counter+2,counter+1,counter,CLK100MHZ,sw[0]);
debouncer deb1(btnC,btnC_debounced,CLK100MHZ,sw[0]);
debouncer deb2(btnR,btnR_debounced,CLK100MHZ,sw[0]);
debouncer deb3(btnL,btnL_debounced,CLK100MHZ,sw[0]);
always@(posedge CLK100MHZ)
begin
    if(btnC_debounced)
        counter <= 0;
    else if(btnR_debounced)
        counter <= counter + 1;
    else if(btnL_debounced)
        counter <= counter - 1;
end
endmodule
`timescale 1ns / 1ps
module seven_segment(number,segment_out);
input logic [3:0] number;
output logic [6:0] segment_out;
reg[6:0] LED_out;
always_comb
begin
 case(number)
 4'b0000: segment_out = 7'b1000000;  
 4'b0001: segment_out = 7'b1111001;  
 4'b0010: segment_out = 7'b0100100;  
 4'b0011: segment_out = 7'b0110000;  
 4'b0100: segment_out = 7'b0011001;  
 4'b0101: segment_out = 7'b0010010;  
 4'b0110: segment_out = 7'b0000010;  
 4'b0111: segment_out = 7'b1111000;  
 4'b1000: segment_out = 7'b0000000;  
 4'b1001: segment_out = 7'b0010000;  
 4'b1010: segment_out = 7'b0001000;  
 4'b1011: segment_out = 7'b0000011;  
 4'b1100: segment_out = 7'b1000110;  
 4'b1101: segment_out = 7'b0100001;  
 4'b1110: segment_out = 7'b0000110;  
 4'b1111: segment_out = 7'b1111111;  
 default: segment_out = 7'b1000000;  
 endcase
end
endmodule
`timescale 1ns / 1ps
module seven_segment_four(segment_out,segment_enable,d4,d3,d2,d1,clk,rst);
input logic clk,rst;
input logic [3:0] d4,d3,d2,d1;
output logic [6:0] segment_out;
output logic [3:0] segment_enable;
logic [3:0] segment_number;
integer counter;
localparam counter_limit = 200000;  
typedef enum {D1,D2,D3,D4} state_type;
state_type state;
seven_segment seven_segment_inst(segment_number,segment_out);
always_ff@(posedge clk or posedge rst)
begin
    if(rst)
    begin
        counter <= 0;
        state <= D1;
    end
    else begin
        if(counter<counter_limit)
        begin
            counter <= counter + 1;
        end
        else begin  
            counter <= 0;
            case(state)
            D1: begin
                state <= D2;
            end
            D2: begin
                state <= D3;
            end
            D3: begin
                state <= D4;
            end
            D4: begin
                state <= D1;
            end
            default: begin
                state <= D1;
            end                  
            endcase
        end
    end
end
always_comb
begin
    case(state)
        D1: begin
            segment_number = d1;
            segment_enable = 4'b1110;                    
        end
        D2: begin
            segment_number = d2;
            segment_enable = 4'b1101;                    
        end
        D3: begin
            segment_number = d3;
            segment_enable = 4'b1011;                    
        end
        D4: begin
            segment_number = d4;
            segment_enable = 4'b0111;                    
        end
        default: begin
            segment_number = 0;
            segment_enable = 0;         
        end
    endcase
end
endmodule
--- flow/run.sh ---
#!/bin/bash
# OpenROAD 26Q1-2900-gdf79404cd8, Yosys 0.63+post, stock flow scripts
make -C /OpenROAD-flow-scripts/flow DESIGN_CONFIG=/design/flow/config.mk WORK_HOME=/design/flow/orfs finish
--- flow/config.mk ---
export PLATFORM = sky130hd
export DESIGN_NAME = debouncer_seven_segment_tester
export DESIGN_NICKNAME = debouncer_seven_segment_tester
export VERILOG_FILES = /design/flow/design.v
export SDC_FILE = /design/flow/constraint.sdc
export NUM_CORES = 4
export LEC_CHECK = 1
export CORE_UTILIZATION = 50
--- flow/constraint.sdc ---
current_design debouncer_seven_segment_tester

set clk_period 6.5
set clk_io_pct 0.2

create_clock -name clk0 -period $clk_period [get_ports {CLK100MHZ}]

set non_clock_inputs [all_inputs -no_clocks]
set_input_delay [expr $clk_period * $clk_io_pct] -clock clk0 $non_clock_inputs
set_output_delay [expr $clk_period * $clk_io_pct] -clock clk0 [all_outputs]
==> run summary <==
Synth Register Bits -> 157
Htree depth -> 4
Clock group share of total power -> 47.7%
Max cap viols -> 0
Crit Path Category -> flop to output port
PD cells -> 218 mW/mm^2
Pre-Repair DR Iteration Count -> 5
Clk sinks -> 157
Horiz. Die Dim -> 132 um
RePlAce Congestion -> 0.830
GR Util All Layers -> 21.4%
Wire per inst -> 14.8 um
Run status -> finished clean
Global-route wire length before repair -> 30.5 mm
Leak pwr -> 0.00392 uW
Min-delay worst type -> flop to flop
CTS resizes -> 0
Maximum clock frequency -> 203 MHz
Vias in the first global route -> 6401
Final Slew Violations -> 0
Placed wire-length estimate -> 11.1 mm
Type of origin of the critical path -> flop
Drt total wl -> 16.9 mm
Synth warn -> 7
Post CTS Setup Buffer Count -> 0
Die Span Y -> 132 um
Clock transition at the registers of the reported paths -> 0.06 ns
Internal -> 1610 uW
Worst Path Arrival -> 3.63 ns
Hold buffer count at CTS -> 0
FFs w/ async S/R, synth -> 97.5%
Max_slew headroom -> 39.4%
VDD IR-drop max -> 0.000250 V
Cells in synth_stat.txt -> 912
Root Buffer -> clkbuf_16
Vias -> 6866
Post-synth EDFFs -> 0
Sw frac -> 21.8%
Sequential share of power -> 48.6%
GRT overflow -> 0
CORE AREA -> 0.0166 mm^2
Init Core Util -> 51.2%
Power, Total -> 2060 uW
IO Port Bufs -> 15
Crit. End Element -> output port
Area leader, netlist -> dfrtp_1
Clock Skew -> 0.00673 ns
Critical Path RT -> 5.20 ns
Setup TNS -> 0 ns
Netlist area before placement -> 0.00850 mm^2
Row cnt -> 47
CTS buffer count -> 17
Fin crit share -> 75.8%
# diodes -> 0
Vias per cell -> 5.99
Post-layout min period -> 4.93 ns
Iter 0 DRT Violations -> 384
Die Size -> 0.0175 mm^2
Top post-synthesis cells by count -> dfrtp_1 (149), nor2_1 (93), nand2_1 (82)
YS chip area -> 0.00850 mm^2
Worst-path maximum fanout -> 7
Largest net degree at the start of global routing -> 58
Sw power -> 450 uW
RSZ-0062 raised after global routing -> no
Drt drc -> 0
Final Hold Violation Tally -> 0
R2R setup slack -> 3.85 ns
Slew @ Worst Pin -> 0.909 ns
Post-synth seq share -> 46.1%
Fraction of layout cells with a size suffix above 1 -> 7.02%
Area growth syn-to-layout -> 11.2%
CTS tree -> built
CTS Buffer Depth -> 2
Synthesized instance count -> 912
Final setup violation count -> 0
Clock Latency Late Sink -> 0.41 ns
Count of cell types in the netlist -> 67
Area share, top type -> 43.9%
Initial antenna violation count -> 0
Syn_area_per_cell -> 9.32 um^2
Combinational group share of total power -> 3.7%
ANT nets after route -> 0
Most common cell in the netlist -> dfrtp_1
Tool warnings -> 48
Top cells by area -> dfrtp_1 (44%), xnor2_1 (4.2%), nor2_1 (4.1%), a21oi_1 (3.8%), nand2_1 (3.6%)
Dominant Register Cell -> dfrtp_1
Layout fillers -> 1397
IO Pins -> 31
## per-layer routing
metal / global-route usage (%) / wire (um) / vias up
li1: - / - / 3392
met1: 36.3 / 8650 / 3361
met2: 31.3 / 7590 / 102
met3: 4.00 / 531 / 11
met4: 1.85 / 151 / 0
met5: 0 / 0 / -
## flip-flops by register name, indices dropped and copies added, names as in the netlist, 2 cells and up, named ones only
signal                           count
deb2.counter                        32
deb2.state                           2
deb3.counter                        32
deb1.state                           2
seven_segment_four_inst.counter     32
deb3.state                           2
deb1.counter                        32
counter                              4
## final timing paths
| kind | from | to | cells past startpoint |
|---|---|---|---|
| hold reg to reg | deb3.state[1]$_DFF_PP0_ | deb3.button_out$_DFFE_PP0P_ | 1 |
| setup reg to reg | deb1.counter[22]$_DFFE_PP0P_ | deb1.counter[23]$_DFFE_PP0P_ | 5 |
| max in group asynchronous | sw[0] | deb3.counter[28]$_DFFE_PP0P_ | 3 |
| min in group asynchronous | sw[0] | seven_segment_four_inst.counter[17]$_DFF_PP0_ | 2 |
| setup / recovery | counter[0]$_SDFFE_PP0P_ | seg[3] | 8 |
| hold / removal | deb3.state[1]$_DFF_PP0_ | deb3.button_out$_DFFE_PP0P_ | 1 |
## placed cells by master (no fill, tap or decap), types with 4 or more instances in the layout
cell	instances
clkbuf_1	4
nor4_1	27
nand2b_1	5
or4_1	30
xor2_1	12
nand2_1	82
inv_1	19
buf_4	8
a21oi_1	65
clkbuf_16	17
nand4b_1	4
dfstp_2	4
and2_1	5
o211ai_1	4
clkdlybuf4s50_1	15
and4_1	12
a211oi_1	5
nor2_1	93
mux2i_1	16
and3_1	18
a31oi_1	5
nand3_1	44
nor3_1	18
clkinvlp_4	4
o31ai_1	28
nand4_1	30
a31o_1	4
dfrtp_1	149
or3_1	31
a41o_1	7
o21ai_1	8
xnor2_1	41
ha_1	15
dfxtp_1	4
o21ai_0	26
## logic make-up after synthesis
group | Yosys count | synth area share [%]
flops | 157 | 46.1
simple gates | 414 | 25.8
mux | 23 | 2.95
compound gates | 185 | 14.4
buf+inv | 62 | 2.77
xor+xnor | 56 | 5.77
fa+ha+maj | 15 | 2.21
## layout make-up
| class | count | area [um^2] | area share, % |
|---|---|---|---|
| multi-input combinational | 693 | 4380 | 46.4 |
| sequential | 157 | 3910 | 41.4 |
| clock buffer | 21 | 440 | 4.66 |
| tap | 220 | 275 | 2.91 |
| timing repair buffer | 23 | 210 | 2.22 |
| clock inverter | 11 | 144 | 1.52 |
| inverter | 21 | 83.8 | 0.887 |
## power groups by stage
stage / combinational [uW] / sequential [uW] / clock [uW]
after CTS: 78.8 / 1000 / 1010
after global routing: 87.6 / 1000 / 1050
final: 76.1 / 1000 / 984
## critical path: stages, from the launching register on
cell	delay (ns)
dfxtp_1	0.43
inv_1	0.13
ha_1	0.35
mux2_2	0.34
a211oi_1	0.55
inv_1	0.17
ha_1	0.38
mux4_2	0.46
clkdlybuf4s50_1	0.41
## stage by stage
stage	setup slack [ns]	hold slack, ns	util (%)	instances	cell area (um^2)
final	1.57	0.398	57.0	1146	9450
after global routing	1.34	0.414	57.0	1146	9450
after CTS	1.56	0.397	57.0	1146	9450
after detailed placement	2.01	0.389	53.5	1114	8870
after global placement	2.08	0.384	53.5	1114	8870
after floorplan	1.09	0.374	-	912	8500
Power figures rest on the tool's default switching activity, not on a simulated workload.
