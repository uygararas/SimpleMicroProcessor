**/design/flow/config.mk**
```make
export PLATFORM = sky130hd
export DESIGN_NAME = seven_segment_tester
export DESIGN_NICKNAME = seven_segment_tester
export VERILOG_FILES = /design/flow/design.v
export SDC_FILE = /design/flow/constraint.sdc
export NUM_CORES = 4
export LEC_CHECK = 1
export CORE_UTILIZATION = 40
```
**/design/flow/constraint.sdc**
```tcl
current_design seven_segment_tester

set clk_period 6.1
set clk_io_pct 0.2

create_clock -name clk0 -period $clk_period [get_ports {CLK100MHZ}]

set non_clock_inputs [all_inputs -no_clocks]
set_input_delay [expr $clk_period * $clk_io_pct] -clock clk0 $non_clock_inputs
set_output_delay [expr $clk_period * $clk_io_pct] -clock clk0 [all_outputs]
```
**/design/flow/design.v**
```verilog
`timescale 1ns / 1ps
module seven_segment(number,segment_out);
input logic [3:0] number;
output logic [6:0] segment_out;
reg[6:0] LED_out;
always_comb
begin
 case(number)
 4'b0000: segment_out = 7'b1000000;  
 4'b0001: segment_out = 7'b1111001;  
 4'b0010: segment_out = 7'b0100100;  
 4'b0011: segment_out = 7'b0110000;  
 4'b0100: segment_out = 7'b0011001;  
 4'b0101: segment_out = 7'b0010010;  
 4'b0110: segment_out = 7'b0000010;  
 4'b0111: segment_out = 7'b1111000;  
 4'b1000: segment_out = 7'b0000000;  
 4'b1001: segment_out = 7'b0010000;  
 4'b1010: segment_out = 7'b0001000;  
 4'b1011: segment_out = 7'b0000011;  
 4'b1100: segment_out = 7'b1000110;  
 4'b1101: segment_out = 7'b0100001;  
 4'b1110: segment_out = 7'b0000110;  
 4'b1111: segment_out = 7'b1111111;  
 default: segment_out = 7'b1000000;  
 endcase
end
endmodule
`timescale 1ns / 1ps
module seven_segment_four(segment_out,segment_enable,d4,d3,d2,d1,clk,rst);
input logic clk,rst;
input logic [3:0] d4,d3,d2,d1;
output logic [6:0] segment_out;
output logic [3:0] segment_enable;
logic [3:0] segment_number;
integer counter;
localparam counter_limit = 200000;  
typedef enum {D1,D2,D3,D4} state_type;
state_type state;
seven_segment seven_segment_inst(segment_number,segment_out);
always_ff@(posedge clk or posedge rst)
begin
    if(rst)
    begin
        counter <= 0;
        state <= D1;
    end
    else begin
        if(counter<counter_limit)
        begin
            counter <= counter + 1;
        end
        else begin  
            counter <= 0;
            case(state)
            D1: begin
                state <= D2;
            end
            D2: begin
                state <= D3;
            end
            D3: begin
                state <= D4;
            end
            D4: begin
                state <= D1;
            end
            default: begin
                state <= D1;
            end                  
            endcase
        end
    end
end
always_comb
begin
    case(state)
        D1: begin
            segment_number = d1;
            segment_enable = 4'b1110;                    
        end
        D2: begin
            segment_number = d2;
            segment_enable = 4'b1101;                    
        end
        D3: begin
            segment_number = d3;
            segment_enable = 4'b1011;                    
        end
        D4: begin
            segment_number = d4;
            segment_enable = 4'b0111;                    
        end
        default: begin
            segment_number = 0;
            segment_enable = 0;         
        end
    endcase
end
endmodule
`timescale 1ns / 1ps
module seven_segment_tester(an,seg,CLK100MHZ,sw);
input CLK100MHZ;
input [15:0] sw;
output logic [3:0] an;
output logic [6:0] seg;
seven_segment_four seven_segment_four_inst(seg,an,sw[7:4],sw[3:0],4'd5,4'd3,CLK100MHZ,sw[15]);
endmodule
```
**/design/flow/run.sh**
```bash
#!/bin/bash
# OpenROAD 26Q1-2900-gdf79404cd8, Yosys 0.63+post, stock flow scripts
make -C /OpenROAD-flow-scripts/flow DESIGN_CONFIG=/design/flow/config.mk WORK_HOME=/design/flow/orfs finish
```
==> impl_metrics.toml <==
# physical design summary
[worst_setup_path]
worstRegToRegCells = 6
startpoint_type = "input pin"
cp_data_arrival_time_ns = 3.69
end_kind = "primary output"
cp_max_fo = 5
crit_type = "in2out"
critPathRequiredTime_ns = 4.88

[global_routing]
antenna_found_initial = 0
grt_max_degree = 37
grt_overflow = 0
grt_pass1_vias = 1482
gr-usage-all-layers_pct = 17.2
grt_pass1_wl_um = 7000

[final_timing]
setup_viol = 0
fmax_ghz = 0.204
drv_slew = 0
rsz0062_at_grt = "false"
timing.final.crit_share_pct = 80.6
layout_min_cycle_time_ns = 4.91
setup_tns_ns = 0
finalHoldViolCount = 0
slew_headroom_pct = 40.9
tightest_slew_ns = 0.878
skew_ns = 0.00496

[place]
gp_congestion = 0.812
port_buffers = 20
placedCellCount = 300
dp_hpwl_um = 2650

[synth]
yosysWarnings = 2
logic_family = "simple AND/OR/NAND/NOR gates"
yosysMostFrequentCell = "nor2_1"
ys_sh_simple_pct = 25.0
avgSynthCellArea_um2 = 9.35
ys_cells = 218
postSynth.asyncResetShare_pct = 100
ys.flop_type = "dfrtp_1"
syn_inst = 218
synthAdderAreaFrac_pct = 3.68
syn_area_mm2 = 0.00204
synthTopCellsByArea = "dfrtp_1, xor2_1, nor2_1"
xor_area_share_pct = 10.7
compound_area_share_pct = 9.76
yosys.area.top_type_share_pct = 43.0
ys_types = 41
ys_top_cells_by_count = "nor2_1, dfrtp_1, xor2_1, nand3_1, nand2_1"
ys_ff = 36
largest_area_cell = "dfrtp_1"
ys_area_mm2 = 0.00204
muxShareOfSynthArea_pct = 3.68
edf_count = 0
synth_seq_share_pct = 44.3

[hold_path]
hold_path.class = "reg2reg"
hold_depth = 1

[floorplan]
dieHeight_um = 73.4
ioPinCount = 28
coreArea_mm2 = 0.00482
chipArea_mm2 = 0.00538
std_cell_rows = 25
die_width_um = 73.4
fp_util_pct = 42.3

[cts]
clockRootBuffer = "clkbuf_8"
postCtsResizedCells = 0
holdBufCountCts = 0
post_cts_buffers = 0
clk_latency_ns = 0.28
clock_path_buffers = 2
htreeDepth = 2
cts_buffers = 5
cts_tree = "built"
cts.sinks = 36
cts.clk_slew.worst_paths_ns = 0.07

[detailed_routing]
antenna_cells_inserted = 0
vias_per_cell = 5.18
drc = 0
vias = 1596
wl_um = 3890
wl_per_cell_um = 12.6
dr.pass1.iters = 4
drt_iter0_drc = 56
ant_nets = 0

[cells_and_area]
final-comb-area_mm2 = 0.00108
fillers = 473
seq_area_um2 = 902
syn_to_final_growth_pct = 17.9
drive_gt1_share_pct = 7.88
fin_cells = 308

[flow_run]
maxCapViolCount = 0
warnings = 36

[power_and_ir_drop]
peakVddDrop_v = 0.000126
p_leak_nw = 1.14
powerDensity_mw_per_mm2 = 175

[run_status]
run_status = "finished, final reports clean"
[per-layer routing]
metal	wire (um)	GRT usage (%)	vias to the layer above
met5	0	0	-
met4	24	2.14	0
met3	193	3.61	2
met2	1610	25.3	35
met1	2060	28.0	753
li1	-	-	806
[power by group]
part / internal [mW] / switching (mW)
Sequential: 0.239 / 0
Clock: 0.0921 / 0.0785
Combinational: 0.00550 / 0.00546
[kinds of logic after synthesis]
| family | after synthesis |
|---|---|
| simple gates | 99 |
| flops | 36 |
| compound gates | 30 |
| xor+xnor | 25 |
| buf+inv | 15 |
| mux | 7 |
| fa+ha+maj | 6 |
[area by class of cell]
class                           count  share of cell area [%]
Multi-Input combinational cell    167                    44.9
Sequential cell                    36                    37.5
Timing Repair Buffer               23                    9.27
Clock buffer                        8                    3.75
Tap cell                           67                    3.49
Inverter                            7                    1.09
[stage by stage]
stage | total power, mW | hold slack [ns] | util [%] | setup slack (ns) | instance area [um2]
2_1_floorplan | 0.247 | 0.455 | - | 2.39 | 2040
3_3_place_gp | 0.255 | 0.476 | 48.0 | 1.18 | 2310
3_5_place_dp | 0.254 | 0.487 | 48.0 | 1.19 | 2310
4_1_cts | 0.428 | 0.496 | 49.9 | 1.19 | 2400
5_1_grt | 0.439 | 0.536 | 49.9 | 1.00 | 2400
6_report | 0.420 | 0.493 | 49.9 | 1.19 | 2400
[placed cells by master, fill, tap and decap left out, types with 7 or more instances in the layout]
cell,n
nand2_1,12
nand3_1,16
xor2_1,17
inv_1,7
clkdlybuf4s50_1,20
a21oi_1,9
nand4_1,7
dfrtp_1,35
nor2_1,37
xnor2_1,8
[path summary, 6_finish.rpt]
kind                                                      from                                  end  slack, ns
max in group asynchronous                               sw[15]                            async pin       4.41
min                         seven_segment_four_inst.counter[0]   seven_segment_four_inst.counter[0]       0.49
min in group asynchronous                               sw[15]  seven_segment_four_inst.counter[28]       1.35
max reg2reg                seven_segment_four_inst.counter[29]                             register       3.69
min reg2reg                 seven_segment_four_inst.counter[0]   seven_segment_four_inst.counter[0]       0.49
max                                                      sw[1]                               seg[1]       1.19
[critical path: stages]
cell             delay, ns
clkdlybuf4s50_1       0.40
a221oi_1              0.66
inv_1                 0.19
ha_1                  0.35
nor2_1                0.16
a21oi_1               0.05
o2bb2ai_1             0.19
clkdlybuf4s50_1       0.48
Power is estimated from default activity; no workload was simulated.
